==> /design/flow/run.sh <==
#!/bin/bash
# OpenROAD 26Q1-2900-gdf79404cd8, Yosys 0.63+post, stock flow scripts
make -C /OpenROAD-flow-scripts/flow DESIGN_CONFIG=/design/flow/config.mk WORK_HOME=/design/flow/orfs finish
==> /design/flow/config.mk <==
export PLATFORM = sky130hd
export DESIGN_NAME = pipo
export DESIGN_NICKNAME = pipo
export VERILOG_FILES = /design/flow/design.v
export SDC_FILE = /design/flow/constraint.sdc
export NUM_CORES = 4
export LEC_CHECK = 1
export CORE_AREA = 10 10 94 94
export DIE_AREA = 0 0 104 104
==> /design/flow/constraint.sdc <==
current_design pipo

set clk_period 2.9
set clk_io_pct 0.2

create_clock -name clk0 -period $clk_period [get_ports {clk}]

set non_clock_inputs [all_inputs -no_clocks]
set_input_delay [expr $clk_period * $clk_io_pct] -clock clk0 $non_clock_inputs
set_output_delay [expr $clk_period * $clk_io_pct] -clock clk0 [all_outputs]
==> /design/flow/design.v <==
module pipo(load, data,type, clk,reset,data_out);
input [15:0] data;
input load, clk, reset;
input [1:0]type;
output reg [15:0] data_out;
reg [15:0] temp;
always @(posedge clk)
begin
    if(reset)
        data_out <= 0;
    else
        begin
            if(load)
            begin
                 temp <= data                                     ; 
                  case(type)
                     0 : data_out <=  temp <<  1                      ; 
                     1 : data_out <=  temp >>  1                      ; 
                     2 : data_out <=  temp <<< 1                      ; 
                     3 : data_out <= {temp[15], temp[14:0] >> 1} ; 
                  endcase 
            end
        end
end
endmodule
==> results_dict.tcl <==
# implementation run metrics
set metrics [dict create \
    hpwlAfterDp_um 2140 \
    period_minus_slack_ps 1740 \
    core_mm2 0.00683 \
    yosys_warnings 1 \
    postCtsSetupBuffers 0 \
    drc 0 \
    ant_nets 0 \
    track_usage_pct 5.36 \
    top_cells_by_area "edfxtp_1 (40%), dfxtp_1 (27%), mux2i_1 (11%)" \
    dpl_worst_slack_ps 883 \
    r2r-end "data_out[5]" \
    final_max_slew_viol_count 0 \
    reg2reg_depth 2 \
    antenna_found_initial 0 \
    critPathLaunchType "input pin" \
    crit_end "temp[0]" \
    drive_gt1_share_pct 7.63 \
    ios 37 \
    gp_congestion 0.751 \
    port_buffers 36 \
    ys.flops 32 \
    status "completed" \
    n_antenna_cell 0 \
    viasPerCell 3.59 \
    hold_buffers 0 \
    arrival_ps 1720 \
    area_growth_pct 44.8 \
    cts_tree "done" \
    clock_sinks 32 \
    worstSetupEndpointType "register" \
    clkTransAtPathRegs_ps 60 \
    clk_latency_ps 280 \
    firstDrtPassIters 3 \
    vias 815 \
    cts_resized 0 \
    nFillCells 733 \
    cts-root-buf "clkbuf_8" \
    synth_seq_share_pct 66.3 \
    grt_overflow 0 \
    wl_per_cell_um 12.6 \
    pwr_density_cell_mw_per_mm2 560 \
    r2r_slack_ps 2110 \
    cts_htree_levels 2 \
    timing.rr.start "temp[6]" \
    layout_top_cell "clkdlybuf4s50_1" \
    cts-buffers-inserted 5 \
    design_area_mm2 0.00175 \
    grt_pass1_vias 864 \
    synthDistinctLibCells 16 \
    die_x_um 104 \
    grt_max_degree 33 \
    die_y_um 104 \
    rows 30 \
    cp.required_ps 2870 \
    vdd_drop_max_mv 0.180 \
    largest_area_cell "edfxtp_1" \
    hold_path.class "reg -> reg" \
    crit_type "in -> reg" \
    tool_warnings 25 \
    syn_avg_cell_area_um2 13.3 \
    final-setup-viol-count 0 \
    final_cell_mix "clkdlybuf4s50_1 (36), dfxtp_1 (16), edfxtp_1 (16)" \
    cts_buffer_depth 2 \
    leakage_nw 0.618 \
    die_area_mm2 0.0108 \
    yosysTopAreaCellShare_pct 39.8 \
    max_freq_mhz 574 \
    critPathLaunch "reset" \
    syn-cell-area_mm2 0.00121 \
    fin_skew_ps 5.62 \
    initCoreUtil_pct 17.7 \
    crit_fanout 17 \
    ys_cells 91 \
    maxCapViolCount 0 \
    synthCells 91 \
    setup_slack_ps 1160 \
    rsz0062_at_grt "no" \
    post-route-period-util_pct 60.1 \
    grt_pass1_wl_um 4690 \
    yosys_area_mm2 0.00121 \
    dpl_cell_area_mm2 0.00166 \
    worst_pin_slew_ps 299 \
    fin_setup_tns_ps 0 \
    routed_wl_um 2870 \
    hold_viol 0 \
    drtIter0Drc 34 \
    slew_headroom_pct 80.1 \
]
-- final cells by class --
| class | count | area, µm² | share of cell area [%] |
|---|---|---|---|
| Tap cell | 96 | 120 | 6.86 |
| Clock buffer | 8 | 90.1 | 5.15 |
| Sequential cell | 32 | 801 | 45.7 |
| Timing Repair Buffer | 40 | 390 | 22.3 |
| Multi-Input combinational cell | 51 | 349 | 19.9 |
-- synthesized netlist by cell type (all sizes together) --
cell,n
a21oi,1
nor2,15
nand2b,3
nand3,2
buf,5
mux2i,13
a211oi,13
a311oi,2
clkbuf,3
nor2b,1
dfxtp,16
nand3b,1
edfxtp,16
-- how the worst min path moves through the flow --
stage,to,startpoint,depth (start not counted)
6_report,data_out[0],data_out[0],2
5_1_grt,data_out[11],data_out[11],2
4_1_cts,data_out[0],data_out[0],2
-- where the power goes --
group | internal, mW | total, mW | leakage, nW | switching [mW]
sequential | 0.509 | 0.524 | 0.283 | 0.0153
clock | 0.193 | 0.342 | 0.0455 | 0.148
combinational | 0.0731 | 0.114 | 0.289 | 0.0410
total | 0.775 | 0.980 | 0.618 | 0.205
-- kinds of logic after synthesis --
group	share of synthesized area [%]
AND/OR/NAND/NOR	8.18
multiplexers	10.8
AND-OR/OR-AND	9.94
buffers and inverters	4.86
flip-flops	66.3
-- critical path: stages --
cell and delay, ps:
clkdlybuf4s50_1 400, buf_4 200, nor2b_1 260, buf_4 270
-- sequential cells by signal, indices dropped and copies added, names as in the netlist --
| register | cells |
|---|---|
| data_out | 16 |
| temp | 16 |
-- per-layer routing --
metal	part of all wire [%]	routed length (µm)	up-vias	global-route usage (%)
met2	44	1260	31	7.88
met1	45	1300	366	7.21
met4	2.8	80	0	1.39
met5	0	0	-	0
met3	7.8	223	7	2.13
li1	-	-	411	-
-- per-stage QoR --
step | cells | util [%] | total power [mW] | hold slack, ps
after floorplan | 91 | - | 0.578 | 431
after global placement | 219 | 24.3 | 0.649 | 456
after detailed placement | 219 | 24.3 | 0.650 | 465
after CTS | 227 | 25.6 | 0.993 | 473
after global routing | 227 | 25.6 | 1.03 | 507
final | 227 | 25.6 | 0.980 | 469
Power figures rest on the tool's default switching activity, not on a simulated workload.
